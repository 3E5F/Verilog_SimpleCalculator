<file path="flow/config.mk">
export PLATFORM = sky130hd
export DESIGN_NAME = Encase_Level
export DESIGN_NICKNAME = Encase_Level
export VERILOG_FILES = /design/flow/design.v
export SDC_FILE = /design/flow/constraint.sdc
export NUM_CORES = 4
export LEC_CHECK = 1
export CORE_UTILIZATION = 40
</file>
<file path="flow/constraint.sdc">
current_design Encase_Level

set clk_period 7.3
set clk_io_pct 0.2

create_clock -name clk0 -period $clk_period [get_ports {clk50MHz}]

set non_clock_inputs [all_inputs -no_clocks]
set_input_delay [expr $clk_period * $clk_io_pct] -clock clk0 $non_clock_inputs
set_output_delay [expr $clk_period * $clk_io_pct] -clock clk0 [all_outputs]
</file>
<file path="flow/design.v">
`timescale 1ns / 1ps
module ALU(in1, in2, c, aluout);
input [2:0] in1, in2; 
input [1:0] c; 
output reg [2:0] aluout; 
always @ (in1, in2, c)
begin
	if (c == 2'b11)  
		aluout = in1 + in2;
	else if(c == 2'b10)  
		aluout = in1 - in2;
	else if(c == 2'b01)  
		aluout = in1 & in2;
	else  
		aluout = in1 ^ in2;
end
endmodule
module Encase_Level(Op, in1, in2, CSout, Done, Out, Go_top, RST_db, clk50MHz, clk5KHz, rst, ledout, ledsel);
input clk50MHz, clk5KHz, rst;
input  Go_top, RST_db;
input[1:0]  Op;
input[2:0] in1, in2;
output  [2:0]  Out;
output  [3:0] CSout;
output  Done;
output [3:0] ledsel;
output [7:0] ledout;
wire Go;
wire we, rea, reb, s2;
wire DONT_USE, clk_5KHz, clksec4;
wire [7:0] state, result;
clk_gen U0 (.clk50MHz(clk50MHz), .rst(rst), .clksec4(clksec4), .clk_5KHz(clk_5KHz)); 
debounce U1(.pb_debounced(Go), .pb(Go_top), .clk(clk50MHz)); 
DP2 U2(.in1(in2), .in2(in1), .Go(Go), .Op(Op), .clk(clk50MHz), .out(Out), .CSout(CSout), .Done(Done));
led4BitTo7Seg U3 (.number(CSout[3:0]), .s0(state[0]), .s1(state[1]), .s2(state[2]), .s3(state[3]), .s4(state[4]), .s5(state[5]), .s6(state[6]));      
led4BitTo7Seg U4 (.number(Out[2:0]), .s0(result[0]), .s1(result[1]), .s2(result[2]), .s3(result[3]), .s4(result[4]), .s5(result[5]), .s6(result[6]));       
LED_MUX U5 (.clk(clk_5KHz), .rst(rst), .LED0(state), .LED1(result), .LED2(), .LED3(), .LEDOUT(ledout), .LEDSEL(ledsel));    
endmodule
module clk_gen(clk50MHz, rst, clksec4, clk_5KHz);
input clk50MHz, rst;
output clksec4, clk_5KHz;
reg clksec4, clk_5KHz;
integer count, count1;
always@(posedge clk50MHz)
begin
  if(rst)
   begin
    count = 0;
    count1 = 0;
    clksec4 = 0;
    clk_5KHz =0;
end
else
begin
    if(count == 100000000)
     begin
      clksec4 = ~clksec4;
      count = 0;
     end
    if(count1 == 20000)
     begin
      clk_5KHz = ~clk_5KHz;
      count1 = 0;
    end
  count = count + 1;
  count1 = count1 + 1;
 end
end
endmodule
module debounce(pb_debounced, pb, clk); 
input pb, clk; 
output pb_debounced; 
reg [7:0] shift; 
reg pb_debounced; 
always @ (posedge clk) 
begin 
 shift[6:0] <= shift[7:1]; shift[7] <= pb; 
 if (shift==4'b0000) pb_debounced <= 1'b0; 
 else pb_debounced <= 1'b1; 
end 
endmodule
module led4BitTo7Seg(number, s0, s1, s2, s3, s4, s5, s6);
input [3:0] number;
output s0, s1, s2, s3, s4, s5, s6;
reg s0, s1, s2, s3, s4, s5, s6;
always @ (number)
 begin  
  case (number)  
   4'b0000: begin s0=0; s1=0; s2=0; s3=1; s4=0; s5=0; s6=0; end
   4'b0001: begin s0=1; s1=0; s2=1; s3=1; s4=0; s5=1; s6=1; end
   4'b0010: begin s0=0; s1=1; s2=0; s3=0; s4=0; s5=1; s6=0; end
   4'b0011: begin s0=0; s1=0; s2=1; s3=0; s4=0; s5=1; s6=0; end
   4'b0100: begin s0=1; s1=0; s2=1; s3=0; s4=0; s5=0; s6=1; end
   4'b0101: begin s0=0; s1=0; s2=1; s3=0; s4=1; s5=0; s6=0; end
   4'b0110: begin s0=0; s1=0; s2=0; s3=0; s4=1; s5=0; s6=0; end
   4'b0111: begin s0=1; s1=0; s2=1; s3=1; s4=0; s5=1; s6=0; end
   4'b1000: begin s0=0; s1=0; s2=0; s3=0; s4=0; s5=0; s6=0; end
   4'b1001: begin s0=0; s1=0; s2=1; s3=0; s4=0; s5=0; s6=0; end
   default: begin s0=0; s1=0; s2=0; s3=0; s4=0; s5=0; s6=0; end
  endcase
end
endmodule  
module LED_MUX (clk, rst, LED0, LED1, LED2, LED3, LEDOUT, LEDSEL);
reg [1:0] index = 0;
input clk, rst;
input [7:0] LED0, LED1, LED2, LED3;
output reg[3:0] LEDSEL;
output reg[7:0] LEDOUT;
always @(posedge clk)
 begin
  if(rst)
   index = 0;
  else
   index = index + 1;
 end
always @(index or LED0 or LED1 or LED2 or LED3)
 begin
  case(index)
  0: begin
    LEDSEL = 4'b1110;
    LEDOUT = LED0;
   end
  1: begin
    LEDSEL = 4'b1101;
    LEDOUT = LED1;
   end
  2: begin
    LEDSEL = 4'b1011;
    LEDOUT = LED2;
   end
  3: begin
    LEDSEL = 4'b0111;
    LEDOUT = LED3;
   end
  default: begin
    LEDSEL = 0; LEDOUT = 0;
   end
  endcase
 end
endmodule
`timescale 1ns / 1ps
module FSM(Go, Op, CLK, CS_out, Done_out, s1, WA, WE, RAA, REA, RAB, REB, c, s2);
input Go, CLK; 
input [1:0] Op;
output reg[3:0] CS_out; 
output reg [1:0] WA, RAA, RAB, c, s1; 
output reg WE, REA, REB, s2, Done_out; 	
parameter	Idle = 4'b0000,	 
				R1write = 4'b0001,	 
				R2write = 4'b0010,  
				Wait = 4'b0011,		 
				XOR = 4'b0100,		 
				AND = 4'b0101,		 
				Sub = 4'b0110,		 
				Add = 4'b0111,		 
				DONE = 4'b1000; 	 
reg [3:0] CS, NS; 
always @(CS)
begin
	case(CS)
		Idle:	begin
					s1 = 2'b00; 
					WA = 2'b00; 
					WE = 0; 
					RAA = 2'b10; 
					REA = 1; 
					RAB = 2'b10; 
					REB = 1;
					c = 2'b01; 
					s2 = 0; 
					CS_out = Idle; 
					Done_out = 1'b1; 
				end
		R1write:	begin
						s1 = 2'b11; 
						WA = 2'b00; 
						WE = 1; 
						RAA = 2'b00; 
						REA = 1'b0; 
						RAB = 2'b00; 
						REB = 1'b0;
						c = 2'b00; 
						s2 = 1'b1; 
						CS_out = R1write; 
						Done_out = 1'b0; 
					end
		R2write:	begin
						s1 = 2'b10; 
						WA = 2'b01; 
						WE = 1; 
						RAA = 2'b00; 
						REA = 1'b0; 
						RAB = 2'b00; 
						REB = 1'b0;
						c = 2'b00; 
						s2 = 1; 
						CS_out = R2write; 
						Done_out = 1'b0; 
					end
		Wait: begin
					s1 = 2'b00; 
					WA = 2'b00; 
					WE = 0; 
					RAA = 2'b00; 
					REA = 0; 
					RAB = 2'b00; 
					REB = 0;
					c = 2'b00; 
					s2 = 1; 
					CS_out = Wait; 
					Done_out = 1'b0; 
				end
		XOR:	begin
					s1 = 2'b00; 
					WA = 2'b10; 
					WE = 1; 
					RAA = 2'b00; 
					REA = 1'b1; 
					RAB = 2'b01; 
					REB = 1'b1;
					c = 2'b00; 
					s2 = 1'b1; 
					CS_out = XOR; 
					Done_out = 1'b0; 
				end
		AND:	begin
					s1 = 2'b00; 
					WA = 2'b10; 
					WE = 1; 
					RAA = 2'b00; 
					REA = 1'b1; 
					RAB = 2'b01; 
					REB = 1'b1;
					c = 2'b01; 
					s2 = 1'b1; 
					CS_out = AND; 
					Done_out = 1'b0; 
				end
		Sub: 	begin
					s1 = 2'b00; 
					WA = 2'b10; 
					WE = 1; 
					RAA = 2'b00; 
					REA = 1'b1; 
					RAB = 2'b01; 
					REB = 1'b1;
					c = 2'b10; 
					s2 = 1'b1; 
					CS_out = Sub; 
					Done_out = 1'b0; 
				end
		Add:  begin
					s1 = 2'b00; 
					WA = 2'b10; 
					WE = 1; 
					RAA = 2'b00; 
					REA = 1; 
					RAB = 2'b01; 
					REB = 1;
					c = 2'b11; 
					s2 = 1; 
					CS_out = Add; 
					Done_out =1'b0; 
				end
		DONE: begin
					s1 = 2'b00; 
					WA = 2'b00; 
					WE = 0; 
					RAA = 2'b10; 
					REA = 1; 
					RAB = 2'b10; 
					REB = 1;
					c = 2'b01; 
					s2 = 0; 
					CS_out = DONE; 
					Done_out = 1; 
				end
	endcase
end	
always @ (CS, Go, Op)
begin
	NS = Idle; 
	case (CS)
		Idle: 	begin
					if(!Go) NS = Idle;	 
					else NS = R1write; 
					end
		R1write:	NS = R2write; 
		R2write:	NS = Wait; 
		Wait:	begin
				case(Op)
						2'b00:	NS = XOR;
						2'b01:	NS = AND;
						2'b10: 	NS = Sub;
						2'b11:	NS = Add;
						default: NS = Wait;
				endcase
				end
		XOR: NS = DONE; 
		AND: NS = DONE; 
		Sub: NS = DONE;
		Add: NS = DONE; 
		DONE:	NS = Idle; 	
	endcase
end
always @ (posedge CLK)
	CS = NS ; 
endmodule
`timescale 1ns / 1ps
module DP2(in1, in2, Go, Op, clk, out, CSout, Done);
input Go, clk; 
input[1:0] Op; 
input[2:0] in1, in2; 
wire [1:0] s1, wa, raa, rab, c; 
wire we, rea, reb, s2;
output  [2:0] out; 
output  [3:0] CSout;  
output  Done;
DP U0 (.in1(in1), .in2(in2), .s1(s1), .clk(clk), .wa(wa), .we(we), .raa(raa), .rea(rea), .rab(rab), .reb(reb), .c(c), .s2(s2), .out(out));
FSM U1 (.Go(Go), .Op(Op), .CLK(clk), .CS_out(CSout), .Done_out(Done), .s1(s1), .WA(wa), .WE(we), .RAA(raa), .REA(rea), .RAB(rab), .REB(reb), .c(c), .s2(s2));
endmodule
`timescale 1ns / 1ps
module DP(in1, in2, s1, clk, wa, we, raa, rea, rab, reb, c, s2, out);
parameter word_width = 3;
parameter rf_size = 4;
parameter addr_size = 2;
input [word_width-1:0] in1, in2;
input [addr_size-1:0] s1, wa, raa, rab, c;
input we, rea, reb, s2, clk;
output [word_width-1:0] out;
wire [word_width-1:0] m1out;
wire [word_width-1:0] douta;
wire [word_width-1:0] doutb;
wire [word_width-1:0] aluout;
MUX_1 U0(.in1(in1), .in2(in2), .in3(3'b000), .in4(aluout), .s1(s1), .m1out(m1out));
RegisterFile U1(.clk(clk), .rea(rea), .reb(reb), .raa(raa), .rab(rab), .we(we), .wa(wa), .din(m1out), .douta(douta), .doutb(doutb));
ALU U2(.in1(douta), .in2(doutb), .c(c), .aluout(aluout));
MUX_2 U3(.in1(aluout), .in2(3'b000), .s2(s2), .m2out(out));
endmodule
`timescale 1ns / 1ps
module MUX_1(in1, in2, in3, in4, s1, m1out);
input [2:0] in1, in2, in3, in4; 
input [1:0] s1; 
output reg [2:0] m1out; 
always @ (in1, in2, in3, in4, s1)
begin
	case(s1)
		2'b00: m1out = in4; 
		2'b01: m1out = in3; 
		2'b10: m1out = in2; 
		default m1out = in1;
	endcase
end
endmodule
`timescale 1ns / 1ps
module MUX_2(in1, in2, s2, m2out);
input [2:0] in1, in2; 
input s2; 
output reg [2:0] m2out; 
always @ (in1, in2, s2)
begin
	case(s2)
		1'b1: m2out = in2; 
		default m2out = in1;
	endcase
end
endmodule
`timescale 1ns / 1ps
module RegisterFile(clk, rea, reb, raa, rab, we, wa, din, douta, doutb);
input[1:0] wa, raa, rab; 
input[2:0] din; 
input clk, we, rea,reb; 
output[2:0] douta, doutb;
reg [2:0]RF[3:0]; 
assign douta = (rea) ? RF[raa]: 0; 
assign doutb = (reb) ? RF[rab]: 0; 
always @ (posedge clk) 
	begin
		if(we)
			RF[wa] = din; 
		else
			RF[wa] = RF[wa]; 
	end
endmodule
</file>
<file path="flow/run.sh">
#!/bin/bash
# OpenROAD 26Q1-2900-gdf79404cd8, Yosys 0.63+post, stock flow scripts
make -C /OpenROAD-flow-scripts/flow DESIGN_CONFIG=/design/flow/config.mk WORK_HOME=/design/flow/orfs finish
</file>
==> GITHUB_STEP_SUMMARY <==
### Yosys + OpenROAD results

| Metric | Value |
|---|---|
| Post-route fraction of the period consumed by the critical path | `0.739` |
| Total routed wire length on the met1 layer | `3220 µm` |
| Instance count along the most critical hold path | `0` |
| Reg2reg start | `U2.U0.U1.RF[0][0]` |
| Fraction of power consumed by combinational cells | `0.198` |
| Run status | `completed` |
| Mux cell area share | `0.0895` |
| Post-synthesis instance total | `about 390` |
| Library cells used by synthesis | `50` |
| Post-Route WL | `about 6400 µm` |
| Die height | `97.9 µm` |
| Area share of fa/ha/maj cells after synthesis | `0.0858` |
| Number of flops mapped to enable cells by yosys | `12` |
| Number of cell instances after yosys synthesis | `389` |
| TritonCTS clock tree | `yes` |
| Wire length of the first global-routing pass | `about 11,000 µm` |
| Setup slack on the worst flop-to-flop path | `4400 ps` |
| DRT iter0 DRCs | `approximately 62` |
| Non-Filler Instances | `525` |
| Depth of the CTS H-tree | `3` |
| Biggest combinational cell group after synthesis | `simple AND/OR/NAND/NOR gates` |
| Count of unclocked register or latch pins | `16` |
| Vias per std cell | `between 5 and 6` |
| Setup repair after global routing missed its margin | `false` |
| Yosys reg bits | `74` |
| Simple-Gate Fraction of Synth Area | `0.233` |
| Initial Utilization | `0.417` |
| Clock root buffer | `sky130_fd_sc_hd__clkbuf_8` |
| Number of buffers inserted during clock tree synthesis | `9` |
| Launch instance of the worst min-delay path | `U1.shift[4]` |
| Total Die Area | `9580 µm²` |
| Commonest register cell after synthesis | `sky130_fd_sc_hd__dfxtp_1` |
| Leakage power of the design | `1.59 nW` |
| Router iterations before antenna repair | `22` |
| Fraction of synthesis flops using an asynchronous set or reset pin | `0` |
| Critical path data arrival time | `3940 ps` |
| Site Rows | `34` |
| Chip area in the Yosys report | `3680 µm²` |
| P_sw | `0.000254 W` |
| Routed len/inst | `12.3 µm` |
| Transition time at the pin with the least slew margin | `816 ps` |
| Required time of the worst setup path | `5840 ps` |
| Post-cts hold-fix buffer tally | `0` |
| Largest driver fanout on the critical path | `4` |
| Top routing layer in use | `met4` |
| Met3 WL | `about 220 µm` |
| XOR/XNOR Area Share | `0.0667` |
| Via count of the first global-routing pass | `between 2,000 and 2,500` |
| Clock buffer depth | `2` |
| Clock network fraction of total power | `0.338` |
| Core region area | `between 8000 and 9000 µm²` |
| Number of pins with negative max-slew slack in the final report | `0` |
| Routed Antenna Nets | `0` |
| Total overflow reported by the global router | `0` |
| Number of logged tool warnings | `43` |
| N_diodes | `0` |
| Via count | `2,636` |
| Final-report hold violation count | `0` |
| Capture point of the worst reg-to-reg path | `U2.U0.U1.RF[3][1]` |
| Chip Width | `just under 100 µm` |
| Critical path class | `flop to output port` |
| Cell-internal power | `slightly below 0.0007 W` |
| Fraction of layout cells with a size suffix above 1 | `0.0983` |
| Post-synthesis instance area | `3680 µm²` |
| Number of maximum-capacitance constraint violations | `0` |
| Min Hold Slack | `355 ps` |
| Share of total power in sequential cells | `0.464` |
| Final Critical Period | `5400 ps` |
| Final-layout setup total negative slack | `0 ps` |
| Buffers inserted during post-CTS setup optimization | `0` |
| Number of filler instances in the final layout | `816` |
| Destination of the worst hold path | `U1.shift[3]` |
| Total setup violations reported at the end of the flow | `0` |
| Number of antenna violations at the first check in global routing | `0` |
| Detail Placement HPWL | `4790 µm` |
| All-layer global routing usage | `0.143` |
| Insertion delay at the late pin of the worst-skew pair | `between 300 and 400 ps` |
| Endpoints left unconstrained | `37` |
| Routed length on met2 | `around 2900 µm` |
| Number of gates resized after CTS | `0` |
| Pin count of the biggest net entering global routing | `36` |
| Inst Count DP | `slightly above 500` |
| Complex Gates by Area | `0.0568` |
| Endpoint kind of the worst setup timing path | `output port` |
| Number of cells on the worst reg-to-reg path | `7` |
| Placer Congestion | `0.850` |
| Count of buffers inserted at the top-level ports | `29` |
| Synthesized area per cell | `9.45 µm²` |
| Warnings from Yosys | `29` |
| Highest ir drop seen on vdd | `151 µV` |
| Residual DRC | `0` |
| Top-level port count | `33` |
| Switching power as a share of total power | `0.272` |
| Clock-pin slew reported for the worst setup and hold paths after clock tree synthesis | `70 ps` |
| CP startpoint kind | `flop` |
| Worst hold-check path type | `flop to flop` |
| Worst slew margin relative to its limit | `0.455` |
| Area growth, synth to finish | `15.1%` |
| Power per standard cell area | `approximately 220 nW/µm²` |
| Max Clock Skew | `approximately 7.5 ps` |
| Upper clock frequency limit | `185 MHz` |
==> metrics by stage <==
step	cell area [µm²]	setup WS, ps	utilization	total power (W)
floorplan	3680	2830	-	0.000571
global placement	4010	2270	0.456	0.000624
detailed placement	4010	2240	0.456	0.000628
CTS	4230	1860	0.481	0.000945
global route	4230	1740	0.481	0.000988
finish	4230	1900	0.481	0.000932
==> worst max-delay path, cell delays in order (launching register included) <==
cell	delay (ps)
sky130_fd_sc_hd__edfxtp_1	410
sky130_fd_sc_hd__mux4_2	450
sky130_fd_sc_hd__and2_1	200
sky130_fd_sc_hd__ha_1	210
sky130_fd_sc_hd__fa_1	470
sky130_fd_sc_hd__mux4_2	520
sky130_fd_sc_hd__and2_1	220
sky130_fd_sc_hd__ha_1	290
sky130_fd_sc_hd__mux2_2	270
sky130_fd_sc_hd__a22o_1	180
sky130_fd_sc_hd__clkdlybuf4s50_1	390
==> registers in the layout (all words and copies together) (netlist names) <==
signal           flops
U2.U0.U1.RF         12
U2.U1.WE             1
U2.U1.s1             2
U2.U1.s2             1
U2.U1.REB            1
U2.U1.RAB            2
U1.shift             8
U0.clk_5KHz          1
U2.U1.RAA            1
U2.U1.CS             4
U2.U1.CS_out         3
U1.pb_debounced      1
U2.U1.WA             1
U2.U1.c              2
U0.count1           32
U5.index             2
==> logic make-up (layout without fill, tap and decap cells) <==
kind of cell,count (synthesis),count (layout)
mux,24,24
latches,14,14
flops,60,60
simple gates,164,164
fa+ha+maj,24,24
compound gates,33,33
xor+xnor,28,28
buf+inv,41,69
other cells,1,1
==> worst max path at each step <==
stage,to,cells after the start,startpoint
after global routing,ledout[0],10,U2.U0.U1.RF[1][0]
after CTS,ledout[0],10,U2.U0.U1.RF[0][0]
final,ledout[0],10,U2.U0.U1.RF[0][0]
==> power groups by stage <==
stage	Combinational [W]	Sequential, W	Clock, W
finish	0.000185	0.000433	0.000315
global route	0.000213	0.000439	0.000336
CTS	0.000188	0.000433	0.000324
==> per-layer routing <==
metal	vias up	track usage
li1	1397	-
met1	1201	0.219
met2	31	0.224
met3	7	0.0298
met4	0	0.0175
met5	-	0
==> cell type report <==
class / count / area, µm² / area share
clock inverters: 5 / 58.8 / 0.0139
inverters: 23 / 86.3 / 0.0204
repair buffers: 30 / 298 / 0.0704
multi-input cells: 274 / 1960 / 0.463
flip-flops and latches: 74 / 1530 / 0.362
well taps: 108 / 135 / 0.0319
clock buffers: 11 / 163 / 0.0384
==> cell usage after synthesis (all sizes together) (12+ instances only) <==
| cell | count | area (µm²) |
|---|---|---|
| a21oi | 12 | 60.1 |
| nor2 | 46 | 173 |
| nor3 | 18 | 90.1 |
| nor4 | 14 | 93.8 |
| dfxtp | 48 | 961 |
| xnor2 | 18 | 158 |
| dlxtn | 14 | 210 |
| inv | 23 | 86.3 |
| nand2 | 16 | 60.1 |
| ha | 22 | 275 |
| edfxtp | 12 | 360 |
| nand3 | 18 | 90.1 |
==> placed cells by master, fill, tap and decap left out, types with 3 or more instances in the layout <==
cell type	count
sky130_fd_sc_hd__dfxtp_1	48
sky130_fd_sc_hd__nor2_1	46
sky130_fd_sc_hd__clkdlybuf4s50_1	29
sky130_fd_sc_hd__inv_1	23
sky130_fd_sc_hd__ha_1	22
sky130_fd_sc_hd__nand3_1	18
sky130_fd_sc_hd__nor3_1	18
sky130_fd_sc_hd__xnor2_1	18
sky130_fd_sc_hd__nand2_1	16
sky130_fd_sc_hd__dlxtn_1	14
sky130_fd_sc_hd__nor4_1	13
sky130_fd_sc_hd__edfxtp_1	12
sky130_fd_sc_hd__a21oi_1	12
sky130_fd_sc_hd__mux2_2	11
sky130_fd_sc_hd__xor2_1	10
sky130_fd_sc_hd__and2_1	10
sky130_fd_sc_hd__clkbuf_8	10
sky130_fd_sc_hd__nor2b_1	9
sky130_fd_sc_hd__o21ai_0	8
sky130_fd_sc_hd__mux2i_1	7
sky130_fd_sc_hd__nand4_1	7
sky130_fd_sc_hd__mux4_2	6
sky130_fd_sc_hd__or3_1	6
sky130_fd_sc_hd__and3_1	5
sky130_fd_sc_hd__or2_2	3
sky130_fd_sc_hd__and4_1	3
sky130_fd_sc_hd__or4_1	3
sky130_fd_sc_hd__clkinvlp_4	3
Power and IR drop assume default switching activity.
